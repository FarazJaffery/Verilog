<file path="flow/design.v">
`timescale 1ns / 1ps
module ThirtyTwo_Bit_ALU(
    input [31:0] a, b,
    input cin,
    input [1:0] ctrl,
    output reg cout,
    output reg [31:0] alu_out
);
parameter ADD = 2'b00;
parameter SUB = 2'b01;
parameter OR = 2'b10;
parameter AND = 2'b11;
always @(*) begin
    if (ctrl == ADD) begin
        alu_out = a + b + cin;
        if (a >= (2147483647 * 2) || b >= (2147483647 * 2) || a + b >= (2147483647 * 2))
            cout = 1;
        else
            cout = 0;
    end
    else if (ctrl == SUB) begin
        alu_out = a - b - cin;
        if (a < b)
            cout = 1;
        else
            cout = 0;
    end
    else if (ctrl == OR)
        alu_out = a | b;
    else if (ctrl == AND)
        alu_out = a & b;
end
endmodule
</file>
<file path="flow/config.mk">
export PLATFORM = sky130hd
export DESIGN_NAME = ThirtyTwo_Bit_ALU
export DESIGN_NICKNAME = ThirtyTwo_Bit_ALU
export VERILOG_FILES = /design/flow/design.v
export SDC_FILE = /design/flow/constraint.sdc
export NUM_CORES = 4
export LEC_CHECK = 1
export CORE_UTILIZATION = 30
</file>
<file path="flow/constraint.sdc">
current_design ThirtyTwo_Bit_ALU

set clk_period 24.6
set clk_io_pct 0.2

create_clock -name clk0 -period $clk_period

set non_clock_inputs [all_inputs -no_clocks]
set_input_delay [expr $clk_period * $clk_io_pct] -clock clk0 $non_clock_inputs
set_output_delay [expr $clk_period * $clk_io_pct] -clock clk0 [all_outputs]
</file>
<file path="flow/run.sh">
#!/bin/bash
# OpenROAD 26Q1-2900-gdf79404cd8, Yosys 0.63+post, stock flow scripts
make -C /OpenROAD-flow-scripts/flow DESIGN_CONFIG=/design/flow/config.mk WORK_HOME=/design/flow/orfs finish
</file>
==> run notes <==
Entry: Yosys synthesis followed by OpenROAD place and route.

Outcome:
- The run finished with clean final reports.

Setup path:
- STA classifies the critical path startpoint as an input port.
- The run gives the number of buffers and inverters on the critical path as 2.
- The run puts the required time reported for the critical path endpoint at 19.68 ns.
- According to the timing report, the critical path is captured at alu_out[31].
- Traced cell by cell, the critical path runs through clkdlybuf4s50_1 -> fa_1 -> a211oi_1 -> o21ai_1 -> a21boi_0 -> xor2_1 -> nor4_1 -> nand4b_1 -> nor2_1 -> nand3_1 -> or3b_1 -> xor2_1 -> o221ai_1 -> dlxtn_1 -> clkdlybuf4s50_1.
- According to the timing report, the critical path is launched from a[1].
- The run gives the cell with the largest stage delay on the worst path as clkdlybuf4s50_1.
- The run puts the endpoint arrival time on the critical path at 10.63 ns.
- The run gives the family of cells with the greatest summed delay on the critical path as simple AND/OR/NAND/NOR gates.
- The run gives the category of the most critical setup path as input port to primary output.
- The run gives the cell count along the critical path as 15.
- The run puts the highest cell delay on the worst timing path at 0.68 ns.
- STA lists the maximum fanout along the critical path as 9.
- STA classifies the critical path endpoint as a primary output.

Route:
- Per the detail_route report, DRC violations left total 0.
- The run gives the number of detailed-route iterations in the first pass as 6.
- The run puts the total wire length after detailed routing at approximately 24 mm.
- The run gives the starting DRC count in detailed routing as 432.
- The routed layout has 7296 vias.
- The run gives the antenna violation net count after detailed routing as 0.
- The repair_antennas step left the layout with diodes totalling 0.
- Dividing the detail-routed via count by the number of cells gives 5.04.
- For this sky-water flow run, the detailed-routed wirelength per cell is reported as 16.7 microns.

Synthesis:
- The post-synth register bit count is 33.
- The run puts the number of instances in the synthesized netlist at 1032.
- The chip area line in the Yosys stat output reads 7490 sq um.
- After synthesis the cells add up to ~7500 sq um.
- In this run, synthesis inferred 0 flip-flops with an integrated enable.
- Synthesis instantiated 87 different standard cells from the library.
- The commonest register cell is dlxtn_1.
- The run puts the share of async-settable or async-resettable flops after synthesis at 0.
- The run puts the number of cell instances after yosys synthesis at 1032.
- The synthesis report lists the Yosys warning total as 1.
- The run puts the mean post-synth cell area at 7.26 sq um.

STA:
- The run gives the shortest clock period the worst path allows after layout as 15.55 ns.
- The run gives the worst relative slew slack as 0.462.
- The run gives the pin slew with the least headroom to its limit as roughly 0.80 ns.
- In the final report, the number of hold violations comes to 0.
- The run puts the ratio of final minimum period to clock period at 0.632.
- Setup repair after global routing left no endpoint under its margin.
- The run puts the highest achievable clock rate at 0.0643 GHz.
- The run puts the number of register pins that no clock reaches at 33.
- The run gives the accumulated negative setup slack as 0 ns.
- The run puts the number of max-slew violations in the final report at 0.
- The run gives the count of endpoints without a timing constraint as 34.
- The run puts the number of endpoints failing setup at the final stage at 0.

Floorplanning:
- The run gives the placeable core region as 24400 sq um.
- The run gives the die span in x as 160 microns.
- The initial utilization of the core area, before any placement, comes to 0.307.
- The run puts the overall chip area at 25600 sq um.
- The die is 160 microns tall.
- The floorplan has 57 rows.
- The run puts the I/O pin count at 100.

Flow run:
- The run gives the total tool warning count as ~130.
- The run puts the max-capacitance violation count at 0.

Cells and area:
- The run gives the most frequently placed logic cell in the final layout as ha_1.
- The run puts the number of standard cells in the layout, taps in and fillers out at 1448.
- By instance count after routing, the leading logic cell types are ha_1 (146), inv_1 (122), clkdlybuf4s50_1 (98).
- The run gives the final cell utilization of the core as 0.362.
- The run puts the number of filler instances in the final layout at 2601.
- Of the cells placed in the final design, the portion with a size suffix greater than 1 is 0.0383.
- The run gives the area growth from synthesis to layout as 18.0%.

Placement:
- The run puts the total placed cells including tap cells at between 1k and 1.5k.
- The run gives the number of buffer cells added on primary ports as 100.
- The run puts the placed wire-length estimate after detailed placement at 20.3 mm.
- The run puts the routability congestion estimate from global placement at around 0.95.

Clock tree:
- The run gives the total of hold buffers inserted after clock tree synthesis as 0.
- Looking at the post-CTS report, the setup buffer insertion count equals 0.
- Post-CTS repair changed the size of 0 cells.

Global route:
- The run gives the total congestion overflow after global routing as 0.
- The run gives the initial antenna violation count as 0.
- The run puts the total routing resource utilization after global routing at 0.189.
- The run puts the maximum number of pins on one net before global-route repair at 68.
- The run gives the via count of the first global-routing pass as 6959.
- The run gives the first-pass GRT wire length as 37.7 mm.

Power and ir drop:
- The run gives the static power due to leakage as between 0.004 and 0.005 uW.
- The run gives the power density over the cells as 25.9 nW/um^2.
- The run puts the final total power at 228 uW.
- The run gives the peak supply drop as 0.0169 mV.
==> report_power, final <==
group | leakage (uW) | total, uW | switching, uW | internal (uW)
registers | 0.000268 | 9.97 | 1.04 | 8.92
clock network | 0 | 0 | 0 | 0
logic | 0.00375 | 218 | 125 | 93.2
==> layer usage <==
layer | global-route usage | part of all wire | up-vias
met5 | 0 | 0 | -
met4 | 0.0221 | 0.013 | 0
met3 | 0.0185 | 0.054 | 16
met2 | 0.296 | 0.44 | 207
met1 | 0.290 | 0.49 | 3316
li1 | - | - | 3757
==> through the flow <==
| step | setup WS, ns | cell area [sq um] |
|---|---|---|
| after CTS | 9.15 | 8840 |
| after floorplan | 11.34 | 7610 |
| final | 9.05 | 8840 |
| after global routing | 8.70 | 8840 |
| after detailed placement | 9.19 | 8840 |
| after global placement | 9.12 | 8840 |
==> area by class of cell <==
| class | count | area [sq um] | area share |
|---|---|---|---|
| multi-input combinational | 866 | 6470 | 0.732 |
| timing repair buffer | 102 | 1010 | 0.114 |
| sequential | 33 | 495 | 0.0561 |
| inverter | 123 | 462 | 0.0523 |
| tap | 324 | 405 | 0.0459 |
==> cell usage after synthesis (all sizes together) (16+ instances only) <==
library cell,number,area share
xnor2,57,0.067
a21o,32,0.032
nand3,23,0.015
clkbuf,25,0.013
buf,16,0.012
nand2,86,0.044
dlxtn,33,0.066
a21oi,71,0.049
o21ai,83,0.056
nor2,57,0.029
nand4,22,0.019
inv,123,0.062
ha,146,0.24
xor2,38,0.044
==> state kept, by name, indices dropped and copies added, names as in the netlist <==
register  flops
alu_out      32
cout          1
==> cell families after synthesis <==
family | Yosys count | share of synthesized area
AOI/OAI and AO/OA | 289 | 0.250
muxes | 14 | 0.0347
latches | 33 | 0.0661
and+or+nand+nor | 280 | 0.190
adders and majority gates | 156 | 0.261
other | 1 | 0.000501
buffers and inverters | 164 | 0.0860
xor gates and xnor gates | 95 | 0.111
Power is estimated from default activity; no workload was simulated.
