**design/flow/design.v**
```verilog
`timescale 1ns / 1ps
module Seven_Segment_with_Four_Bit_Counter(
    output reg [6:0] a_to_g,
    output reg [7:0] Anode_Activate,
    output wire dp,
    input clck,
    input reset
);
assign dp = 1;
reg [19:0] refresh_counter;
wire [1:0] LED_activating_counter;
reg [3:0] LED_BCD;
reg [5:0] count = 0;
wire slw_clk;
Slow_clock U(.clk(clck), .slow_clk(slw_clk));
always @(posedge reset or posedge slw_clk) begin
    if (reset == 1)
        count <= 0;
    else begin
        count <= count + 1;
        if (count == 50)  
            count <= 0;
    end
end
always @(posedge clck or posedge reset) begin
    if (reset == 1)
        refresh_counter <= 0;
    else
        refresh_counter <= refresh_counter + 1;
end
assign LED_activating_counter = refresh_counter[19:18];
always @(*) begin
    if (reset == 1) begin
        Anode_Activate = 8'b11111110;
        LED_BCD = 0;
    end
    else begin
        case (LED_activating_counter)
            2'b00: begin
                if (count > 999)
                    Anode_Activate = 8'b11111111;
                LED_BCD = count / 1000;
            end
            2'b01: begin
                if (count > 99)
                    Anode_Activate = 8'b11111111;
                LED_BCD = (count % 1000) / 100;
            end
            2'b10: begin
                if (count > 9)
                    Anode_Activate = 8'b11111101;
                LED_BCD = ((count % 1000) % 100) / 10;
            end
            2'b11: begin
                Anode_Activate = 8'b11111110;
                LED_BCD = ((count % 1000) % 100) % 10;
            end
        endcase
    end
end
always @(*) begin
    case (LED_BCD)
        0: a_to_g = 7'b0000001;
        1: a_to_g = 7'b1001111;
        2: a_to_g = 7'b0010010;
        3: a_to_g = 7'b0000110;
        4: a_to_g = 7'b1001100;
        5: a_to_g = 7'b0100100;
        6: a_to_g = 7'b0100000;
        7: a_to_g = 7'b0001111;
        8: a_to_g = 7'b0000000;
        9: a_to_g = 7'b0000100;
        default: a_to_g = 7'b0000000;
    endcase
end
endmodule
module Slow_clock(clk, slow_clk);
    input clk;
    output reg slow_clk;
    integer i = 0;
    always @(posedge clk) begin
        if (i == 45000000) begin
            slow_clk = ~slow_clk;
            i = 0;
        end
        else
            i = i + 1;
    end
endmodule
```
**design/flow/run.sh**
```bash
#!/bin/bash
# OpenROAD 26Q1-2900-gdf79404cd8, Yosys 0.63+post, stock flow scripts
make -C /OpenROAD-flow-scripts/flow DESIGN_CONFIG=/design/flow/config.mk WORK_HOME=/design/flow/orfs finish
```
**design/flow/config.mk**
```make
export PLATFORM = sky130hd
export DESIGN_NAME = Seven_Segment_with_Four_Bit_Counter
export DESIGN_NICKNAME = Seven_Segment_with_Four_Bit_Counter
export VERILOG_FILES = /design/flow/design.v
export SDC_FILE = /design/flow/constraint.sdc
export NUM_CORES = 4
export LEC_CHECK = 1
export CORE_UTILIZATION = 50
```
**design/flow/constraint.sdc**
```tcl
current_design Seven_Segment_with_Four_Bit_Counter

set clk_period 5.3
set clk_io_pct 0.2

create_clock -name clk0 -period $clk_period [get_ports {clck}]

set non_clock_inputs [all_inputs -no_clocks]
set_input_delay [expr $clk_period * $clk_io_pct] -clock clk0 $non_clock_inputs
set_output_delay [expr $clk_period * $clk_io_pct] -clock clk0 [all_outputs]
```
==> run notes <==
fresh numbers from the pnr run: status=complete, but fails checks, failing checks=setup timing, maximum VDD drop=0.150 mV, Setup crit end=a_to_g[3], clk slew on worst S/H paths=100 ps, Area leader share=16.8%, CTS Buf Count=5, Mapped Avg Cell Area=9.13 µm², Antenna Cells=0, skew final=9.90 ps, I/O pin cnt=18, drt pass-1 iters=4, CTS Hold Buffers Added=0, Sequential Power Share=52.9%, CP dominant cell by count=ha_4, drt drc=0, setup TNS=-7200 ps, Slew headroom=51.2%, vias per cell=5.28, worst r2r src=U.i[0]$_SDFF_PN0_, DRT antenna net count=0, reg2reg setup slack=3150 ps, fillers=597, pin count of the biggest net entering global routing=19, crit end category=output port, LEAKAGE=2.15 nW, GRT Overall Usage=20.6%, Synth top cell by count=nor2_1, DPL Wire Length=5390 µm, CTS tree=built, count of unclocked register or latch pins=8, GR Overflow Total=0, Routed WL=7930 µm, Clock Power Share=36.3%, period utilisation layout=121%, internal cell power=0.588 mW, Max Fanout on Critical Path=3, fmax=156 MHz, hold slack=466 ps, Arrival @ worst endpoint=5350 ps, yosys stat chip area=3860 µm², share of cells above drive strength 1=28.4%, critical setup path kind=primary input to output port, Yosys warnings=2, floorplan row count=31, post-DR wirelength/cell=13.2 µm, final instance area=4960 µm², Die Size=8080 µm², Unique cell types=68, Crit-path slowest cell=ha_4, Post-synth area hogs=dfrtp_1 17%, dfxtp_1 17%, ha_1 10%, Max Cap Viol=0, Sw Ratio=22.7%, Clock Path Buffers=2, Final Wtd Congestion=0.849, FFs w/ async S/R, synth=42.6%, Crit Reg-Reg Endpoint=U.i[6]$_SDFF_PN0_, Switching Power=0.172 mW, area grow syn2layout=28.3%, minimum clock period=6410 ps, Yosys top cell by area=dfrtp_1, starting density of the core=52.4%, #FFs+latches synth=61, Most common reg cell=dfxtp_1, Combinational Power Share=10.8%, htree depth=2, r2r worst-path depth=7, IO Port Bufs=10, highest cell delay on the worst timing path=290 ps, RSZ-0062 raised after global routing=true, vias in the first global route=2973, power density cells=153 nW/µm², CP Launch Type=primary input, OpenROAD warning count=44, Syn Inst Count=423, final worst slack=-1110 ps, Latency at later pin=310 ps, Placeable Area=7370 µm², Clock Tree Root=clkbuf_8, Post-synth EDFFs=1, commonest cells in the netlist=42 x nor2_1, 39 x xnor2_1, 35 x nand3_1, 32 x dfxtp_1, 32 x ha_1, total chip power=0.760 mW, yosys cell count=423, Final setup viols=7, antenna violations before repair=0, DR vias=3181, die height=89.9 µm, placed cell areas=4340 µm², HP Class=register to register, die x size=89.9 µm, final core occ=67.2%, First DRT Iteration DRCs=187, endpoints left unconstrained=10, fin. max-slew vios=0, WP data required=4240 ps, Worst-Margin Slew=726 ps, mapped cell area=3860 µm², first-pass GRT wire length=13600 µm, CP Launch Point=reset, Final Hold Violation Tally=0
## registers in the layout, indices dropped and copies added, names as in the netlist
name / cells
refresh_counter: 20
Anode_Activate: 2
U.slow_clk: 1
count: 6
U.i: 32
## through the flow
step                instances  setup WS, ps
floorplan                 429          -884
global placement          556         -1780
detailed placement        556         -1840
CTS                       600         -1090
finish                    603         -1110
global route              603         -1310
## cells by family after synthesis
logic type / count (synthesis) / synth area share [%]
simple gates: 168 / 23.0
compound gates: 59 / 12.4
flops: 59 / 34.2
xor+xnor: 53 / 12.2
buf+inv: 41 / 5.05
fa+ha+maj: 32 / 10.4
mux: 7 / 1.81
other cells: 2 / 0.194
latches: 2 / 0.777
## cell type report
cell class	instances	area, µm²	share of cell area, %
clock buffer	5	68.8	1.39
inverter	23	93.8	1.89
clock inverter	3	43.8	0.884
timing repair buffer	85	674	13.6
tap	99	124	2.50
multi-input combinational	327	2600	52.5
sequential	61	1350	27.3
## placed cells by master, fill, tap and decap left out, drive strengths merged, types with 3 or more instances in the layout
cell,count
mux2i,7
buf,81
o221ai,4
nand3b,3
and3,15
a21o,4
a21oi,11
nor2,43
inv,23
and2,5
xnor2,40
nor4,4
nor3,10
nand2,22
nand4,7
nor2b,4
conb,8
dfrtp,26
and4,4
dfxtp,32
nand3,35
xor2,13
o21ai,13
ha,32
nand2b,4
clkbuf,7
a311oi,4
## power groups by stage
| stage | combinational, mW | sequential (mW) | clock (mW) |
|---|---|---|---|
| global route | 0.0895 | 0.402 | 0.302 |
| finish | 0.0825 | 0.402 | 0.276 |
| CTS | 0.0733 | 0.402 | 0.290 |
## layer usage
layer	track usage, %	routed length, µm
met2	33.7	3630
met1	32.1	4070
met4	1.48	68
met3	2.06	154
met5	0	0
## worst min-delay path by stage
stage | start | cells past startpoint | endpoint
4_1_cts | U.i[31]$_SDFF_PN0_ | 1 | U.i[31]$_SDFF_PN0_
5_1_grt | refresh_counter[17]$_DFF_PP0_ | 1 | refresh_counter[17]$_DFF_PP0_
6_report | refresh_counter[5]$_DFF_PP0_ | 1 | refresh_counter[5]$_DFF_PP0_
## worst max-delay path: cells and delay by family
kind / cells / cell delay [ps]
adders and majority gates: 4 / 970
AOI/OAI and AO/OA: 11 / 1690
buffers and inverters: 7 / 620
muxes: 1 / 120
xor gates and xnor gates: 1 / 220
and+or+nand+nor: 6 / 660
## what timing repair did
item                                   CTS  global route
setup endpoints to repair                7             7
endpoints found under the hold margin    0             0
buffers inserted                        38             5
resized                                 43            29
pin swaps                               26            16
Power and IR drop assume default switching activity.
