<file path="design/flow/config.mk">
export PLATFORM = sky130hd
export DESIGN_NAME = Stopwatch
export DESIGN_NICKNAME = Stopwatch
export VERILOG_FILES = /design/flow/design.v
export SDC_FILE = /design/flow/constraint.sdc
export NUM_CORES = 4
export LEC_CHECK = 1
export CORE_AREA = 10 10 105 105
export DIE_AREA = 0 0 115 115
</file>
<file path="design/flow/constraint.sdc">
current_design Stopwatch

set clk_period 2.5
set clk_io_pct 0.2

create_clock -name clk0 -period $clk_period [get_ports {clk}]

set non_clock_inputs [all_inputs -no_clocks]
set_input_delay [expr $clk_period * $clk_io_pct] -clock clk0 $non_clock_inputs
set_output_delay [expr $clk_period * $clk_io_pct] -clock clk0 [all_outputs]
</file>
<file path="design/flow/design.v">
`timescale 1ns/1ps
module Stopwatch(
input clk, clr,
output reg [6:0]Decisecond_7_Seg, 
output reg [6:0]Second_L_7_Seg , 
output reg [6:0]Second_R_7_Seg , 
output reg [6:0]Minutes_7_Seg 
);
reg [3:0] Decisecond = 4'b0000;
reg [3:0] Second_R = 4'b0000;
reg [3:0] Second_L = 4'b0000;
reg [3:0] Minutes = 4'b0000;
always @(posedge clk, negedge clr)
begin
	if (!clr) 
	begin
		Decisecond <= 0;
		Second_R <= 0;
		Second_L <= 0;
		Minutes <= 0;
	end
	else
	begin
		if (Decisecond == 4'b1001)
		begin
			Decisecond <= 4'b0000;
			if (Second_R == 4'b1001)
			begin
				Second_R <= 4'b0000;
				if (Second_L == 4'b0101)
				begin
					Second_L <= 4'b0000;
					if (Minutes == 4'b1001)
					Minutes <= 4'b0000;
					else
					Minutes <= Minutes + 1;
				end
				else
				Second_L <= Second_L + 1;					
			end
			else
				Second_R <= Second_R + 1;
		end
		else
			Decisecond <= Decisecond + 1;
	end
end  
BCD_to_7_seg dec (.BCD(Decisecond), .a_to_g(Decisecond_7_Seg));
BCD_to_7_seg SR  (.BCD(Second_R), .a_to_g( Second_R_7_Seg));
BCD_to_7_seg SL  (.BCD(Second_L), .a_to_g(Second_L_7_Seg));
BCD_to_7_seg min (.BCD(Minutes), .a_to_g(Minutes_7_Seg));
endmodule
module BCD_to_7_seg(
  input [3:0]BCD,
  output reg [6:0] a_to_g = 0
);
always @*
  begin
case(BCD)
4'b0000 : a_to_g <= 7'b1111110;
4'b0001 : a_to_g <= 7'b0110000;
4'b0010 : a_to_g <= 7'b1101101;
4'b0011 : a_to_g <= 7'b1111001;
4'b0100 : a_to_g <= 7'b0110011;
4'b0101 : a_to_g <= 7'b1011011;
4'b0110 : a_to_g <= 7'b1011111;
4'b0111 : a_to_g <= 7'b1110000;
4'b1000 : a_to_g <= 7'b1111111;
4'b1001 : a_to_g <= 7'b1111011;
endcase
  end
endmodule
</file>
<file path="design/flow/run.sh">
#!/bin/bash
# OpenROAD 26Q1-2900-gdf79404cd8, Yosys 0.63+post, stock flow scripts
make -C /OpenROAD-flow-scripts/flow DESIGN_CONFIG=/design/flow/config.mk WORK_HOME=/design/flow/orfs finish
</file>
==> report_table.html <==
<h2>Synthesis and place &amp; route</h2>
<table>
<tr><th>Metric</th><th>Value</th></tr>
<tr><th colspan="2">Worst setup path</th></tr>
<tr><td>Largest stage delay on the critical path</td><td>600 ps</td></tr>
<tr><td>Kind of capture point of the worst setup path</td><td>flop</td></tr>
<tr><td>Logic depth of the worst register-to-register path</td><td>3</td></tr>
<tr><td>Register-to-register setup slack</td><td>a little under 900 ps</td></tr>
<tr><td>Critical path origin</td><td>Second_R[0]</td></tr>
<tr><td>CP max stage cell</td><td>sky130_fd_sc_hd__dfrtp_1</td></tr>
<tr><td>WS Path Type</td><td>flop to flop</td></tr>
<tr><td>CP max FO</td><td>14</td></tr>
<tr><td>Cell family with the largest share of critical-path delay</td><td>flip-flops</td></tr>
<tr><td>Worst EP arrival</td><td>between 1500 and 2000 ps</td></tr>
<tr><td>Critical path cell sequence</td><td>and4bb_1 -&gt; nand4_1 -&gt; mux2_1</td></tr>
<tr><td>Critical Path Start Type</td><td>flop</td></tr>
<tr><td>Critical register-to-register path endpoint</td><td>Minutes[1]</td></tr>
<tr><td>Worst path required time</td><td>approximately 2600 ps</td></tr>
<tr><td>Worst reg2reg startpoint</td><td>Second_R[0]</td></tr>
<tr><td>Critical path buffer and inverter count</td><td>0</td></tr>
<tr><th colspan="2">Finish</th></tr>
<tr><td>Storage cell area</td><td>roughly 820 µm²</td></tr>
<tr><td>Combinational cell area excluding buffers and inverters</td><td>about 800 µm²</td></tr>
<tr><td>Post-route cell area</td><td>2123 µm²</td></tr>
<tr><td>Post-synthesis to final-layout area growth</td><td>21.39%</td></tr>
<tr><td>Leading cell types in the layout, fill and taps excluded</td><td>sky130_fd_sc_hd__clkdlybuf4s50_1 (29), sky130_fd_sc_hd__dlxtn_1 (28), sky130_fd_sc_hd__dfrtp_1 (16)</td></tr>
<tr><td>Most common cell after layout, fill and taps aside</td><td>sky130_fd_sc_hd__clkdlybuf4s50_1</td></tr>
<tr><td>Total of fill cells in the finished design</td><td>roughly 940</td></tr>
<tr><td>Fraction of layout instances using a drive strength above 1</td><td>5.314%</td></tr>
<tr><th colspan="2">Final timing</th></tr>
<tr><td>Final number of setup-violating endpoints</td><td>0</td></tr>
<tr><td>Count of unclocked register or latch pins</td><td>28</td></tr>
<tr><td>RSZ-0062 raised after global routing</td><td>false</td></tr>
<tr><td>Setup skew after layout</td><td>2.464 ps</td></tr>
<tr><td>Rel. slew slack</td><td>52.23%</td></tr>
<tr><td>Summed negative setup slack over all endpoints</td><td>0 ps</td></tr>
<tr><td>Final hold viol count</td><td>0</td></tr>
<tr><td>Worst-Margin Slew</td><td>roughly 710 ps</td></tr>
<tr><td>Post-layout period usage of the worst path</td><td>~64%</td></tr>
<tr><td>Number of unconstrained endpoints</td><td>roughly 56</td></tr>
<tr><td>Final Slew Violations</td><td>0</td></tr>
<tr><td>Shortest clock period the worst path allows after layout</td><td>1605 ps</td></tr>
<tr><td>Highest clock frequency the design can meet</td><td>just over 600 MHz</td></tr>
<tr><th colspan="2">Clock tree</th></tr>
<tr><td>Number of hold buffers added after cts</td><td>0</td></tr>
<tr><td>Number of gates resized after cts</td><td>0</td></tr>
<tr><td>Latency at later pin</td><td>around 240 ps</td></tr>
<tr><td>CTS tree</td><td>yes</td></tr>
<tr><td>Clock-pin slew reported for the worst setup and hold paths after clock tree synthesis</td><td>60 ps</td></tr>
<tr><td>Buffer depth of the longest clock path</td><td>2</td></tr>
<tr><td># H-tree levels</td><td>1</td></tr>
<tr><td>Number of buffers inserted during clock tree synthesis</td><td>3</td></tr>
<tr><td>Postcts setup bufs</td><td>0</td></tr>
<tr><td>Library cell used as clock root buffer</td><td>sky130_fd_sc_hd__clkbuf_8</td></tr>
<tr><th colspan="2">Drt</th></tr>
<tr><td>Routed WL</td><td>around 3.2 mm</td></tr>
<tr><td>Overall via count from detail_route</td><td>~1300</td></tr>
<tr><td>Vias per cell</td><td>approximately 4.1</td></tr>
<tr><td>Number of inserted diodes</td><td>0</td></tr>
<tr><td>Final routed wire length divided by cell count</td><td>10.26 µm</td></tr>
<tr><td>Final routed DRC violation total</td><td>0</td></tr>
<tr><td>Number of detailed-route iterations in the first pass</td><td>4</td></tr>
<tr><td>Number of nets with antenna violations after routing</td><td>0</td></tr>
<tr><td>Initial DRC Count</td><td>about 70</td></tr>
<tr><th colspan="2">Yosys</th></tr>
<tr><td>Total of warnings raised by yosys</td><td>2</td></tr>
<tr><td>Cell type with the largest total area after synthesis</td><td>sky130_fd_sc_hd__dlxtn_1</td></tr>
<tr><td>Ys flop type</td><td>sky130_fd_sc_hd__dlxtn_1</td></tr>
<tr><td>Synth flops</td><td>roughly 44</td></tr>
<tr><td>Cell count listed in synth_stat.txt</td><td>roughly 190</td></tr>
<tr><td>Share of synthesized registers carrying an async set or reset</td><td>between 30% and 40%</td></tr>
<tr><td>Area contributors post-synth</td><td>sky130_fd_sc_hd__dlxtn_1 (24%), sky130_fd_sc_hd__dfrtp_1 (23%), sky130_fd_sc_hd__xnor2_1 (5.0%)</td></tr>
<tr><td>Number of enable flip-flop cells</td><td>0</td></tr>
<tr><td>Average cell area after synthesis</td><td>between 9 and 10 µm²</td></tr>
<tr><td>Distinct cells, synth</td><td>44</td></tr>
<tr><td>Total standard cell area after synthesis</td><td>roughly 1700 µm²</td></tr>
<tr><td>Summed standard-cell area reported by yosys</td><td>~1700 µm²</td></tr>
<tr><td>Mapped Cells</td><td>around 190</td></tr>
<tr><td>Top-area cell type share of the netlist area</td><td>24.03%</td></tr>
<tr><th colspan="2">Power and ir drop</th></tr>
<tr><td>P_sw</td><td>0.00008220 W</td></tr>
<tr><td>Logic pwr share</td><td>approximately 1.4%</td></tr>
<tr><td>Switching share of total power</td><td>between 15 and 20%</td></tr>
<tr><td>Worst IR Drop VDD</td><td>~0.17 mV</td></tr>
<tr><td>Relative contribution of sequential cells to total power</td><td>just under 60%</td></tr>
<tr><td>Power Dens Cells</td><td>between 200 and 250 nW/µm²</td></tr>
<tr><td>Total leakage power</td><td>between 0.8 and 0.9 nW</td></tr>
<tr><td>P_int</td><td>around 0.00037 W</td></tr>
<tr><td>Part of the power in the clock network</td><td>about two fifths</td></tr>
<tr><th colspan="2">Placement</th></tr>
<tr><td>Placer congestion estimate</td><td>a little under 0.8</td></tr>
<tr><td>Area of placed instances</td><td>roughly 2100 µm²</td></tr>
<tr><td>Dpl hpwl</td><td>around 2.4 mm</td></tr>
<tr><td>Total of buffers placed on input and output ports</td><td>29</td></tr>
<tr><th colspan="2">Floorplan</th></tr>
<tr><td>Chip area</td><td>between 10000 and 15000 µm²</td></tr>
<tr><td># rows</td><td>34</td></tr>
<tr><td>DIE HEIGHT</td><td>115 µm</td></tr>
<tr><td>Core Density at Floorplan</td><td>around a fifth</td></tr>
<tr><td>Placeable core region</td><td>around 9000 µm²</td></tr>
<tr><td>Total I/O pin count</td><td>30</td></tr>
<tr><td>Chip Width</td><td>115 µm</td></tr>
<tr><th colspan="2">Global routing</th></tr>
<tr><td>Number of antenna violations at the first check in global routing</td><td>0</td></tr>
<tr><td>Pin count of the biggest net entering global routing</td><td>17</td></tr>
<tr><td>Via count of the first global-routing pass</td><td>1183</td></tr>
<tr><td>Global routing usage summed across all routing layers</td><td>4.859%</td></tr>
<tr><td>Global-route wire length before repair</td><td>about 5.5 mm</td></tr>
<tr><td>Residual overflow from global routing</td><td>0</td></tr>
<tr><th colspan="2">Flow run</th></tr>
<tr><td>Warning total across the stage logs</td><td>25</td></tr>
<tr><td>Max-cap violations</td><td>0</td></tr>
<tr><th colspan="2">Run status</th></tr>
<tr><td>Status</td><td>completed</td></tr>
<tr><th colspan="2">Hold path</th></tr>
<tr><td>Source of the worst hold timing path</td><td>Second_R[3]</td></tr>
<tr><td>End point of the worst hold path</td><td>Second_R[3]</td></tr>
<tr><td>Worst min-delay path category</td><td>flop to flop</td></tr>
<tr><td>Worst hold path stage count</td><td>1</td></tr>
</table>
[through the flow]
stage	util, %	power (W)	worst slack, ps	hold slack, ps	cells
2_1_floorplan	-	0.0002638	1110	204.4	192
3_3_place_gp	23.76	0.0002703	932.2	593.5	312
3_5_place_dp	23.76	0.0002705	907.7	595.7	312
4_1_cts	24.23	0.0004581	893.5	611.9	315
5_1_grt	24.23	0.0004756	795.8	669.8	315
6_report	24.23	0.0004492	894.9	607.5	315
[logic make-up (layout without fill, tap and decap cells)]
family,count (synthesis),after routing,synth area share (%)
AND/OR/NAND/NOR,66,66,21.03
multiplexers,3,3,1.931
XOR/XNOR,15,15,7.510
buffers and inverters,26,41,7.225
latches,28,28,24.03
adder cells (fa/ha/maj),2,2,1.145
AND-OR/OR-AND,36,36,14.23
flip-flops,16,16,22.89
[routing by layer]
metal  global-route usage, %  vias to the layer above  routed length [µm]
met3                   1.846                        2                 228
met2                   7.470                       21                1462
met4                  0.1650                        0                   8
met5                       0                        -                   0
met1                   6.757                      593                1533
li1                        -                      673                   -
[worst reg2reg max path, delay by kind of cell, from the launching register on]
family           cells  cell delay [ps]
flip-flops           1              600
multiplexers         1              330
AND/OR/NAND/NOR      2              560
[power groups by stage]
| stage | sequential [W] | clock [W] | combinational, W |
|---|---|---|---|
| after CTS | 0.000259 | 0.000192 | 0.00000680 |
| final | 0.000259 | 0.000184 | 0.00000620 |
| after global routing | 0.000259 | 0.000209 | 0.00000757 |
[sequential cells by signal, indices dropped and copies added, names as in the netlist]
signal,flops
Second_R,4
Second_L,4
dec.a_to_g,7
Minutes,4
Decisecond,4
SR.a_to_g,7
min.a_to_g,7
SL.a_to_g,7
[how the worst max path moves through the flow]
stage | to | slack, ps | cells after the start
4_1_cts | Minutes[1] | 890 | 3
5_1_grt | Minutes[1] | 800 | 3
6_report | Minutes[1] | 890 | 3
[final cells by class]
cell class | instances | area share [%]
timing repair buffer | 29 | 13.67
clock buffer | 3 | 1.945
multi-input combinational | 122 | 37.77
sequential | 44 | 38.66
tap | 108 | 6.364
inverter | 9 | 1.591
[cell usage after synthesis, drive strengths merged (2+ instances only)]
cell type	number
and2	2
a21bo	3
clkbuf	6
and3	3
maj3	2
o21ai	2
a21o	2
or3	5
nor2	13
o21bai	2
nor2b	7
buf	11
o211ai	2
o22a	2
nand2b	5
nand4	4
inv	9
xor2	5
a31oi	2
and4bb	3
o21a	4
dlxtn	28
a21oi	12
nand2	15
nand3	3
dfrtp	16
mux2	3
xnor2	10
Power is estimated from default activity; no workload was simulated.
